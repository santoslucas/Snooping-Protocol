==> flow/constraint.sdc <==
current_design snooper

set clk_period 1.0
set clk_io_pct 0.2

create_clock -name clk0 -period $clk_period [get_ports {clock}]

set non_clock_inputs [all_inputs -no_clocks]
set_input_delay [expr $clk_period * $clk_io_pct] -clock clk0 $non_clock_inputs
set_output_delay [expr $clk_period * $clk_io_pct] -clock clk0 [all_outputs]
==> flow/config.mk <==
export PLATFORM = sky130hd
export DESIGN_NAME = snooper
export DESIGN_NICKNAME = snooper
export VERILOG_FILES = /design/flow/design.v
export SDC_FILE = /design/flow/constraint.sdc
export NUM_CORES = 4
export LEC_CHECK = 1
export CORE_AREA = 10 10 70 70
export DIE_AREA = 0 0 80 80
export SYNTH_HDL_FRONTEND = slang
==> flow/design.v <==
module snooper(clock, old_Status, message, writeBack, new_Status, mem_access);
    input clock;
    input [1:0] old_Status;
    input [1:0] message;
    output reg writeBack;
    output reg [1:0] new_Status;
    output reg mem_access;
    parameter I=2'b00, S=2'b01, M=2'b10;
    parameter bus_write_miss = 2'b00, bus_read_miss = 2'b01, bus_ivalidate = 2'b10, NA = 2'b11;
    always @(negedge clock) begin
        writeBack = 1'b0;
        mem_access = 1'b1;
        new_Status = old_Status;
        case (old_Status)
            M: begin
                if (message == bus_write_miss) begin
                    writeBack = 1'b1;
                    mem_access = 1'b0;
                    new_Status = I;
                end
                else if (message == bus_read_miss) begin
                    writeBack = 1'b1;
                    mem_access = 1'b0;
                    new_Status = S;
                end
            end
            S: begin
                if (message == bus_read_miss) begin
                    new_Status = S;
                end
                else if (message == bus_write_miss || message == bus_ivalidate) begin
                    new_Status = I;
                end
            end
        endcase
    end
endmodule
==> flow/run.sh <==
#!/bin/bash
# OpenROAD 26Q1-2900-gdf79404cd8, Yosys 0.63+post, stock flow scripts
make -C /OpenROAD-flow-scripts/flow DESIGN_CONFIG=/design/flow/config.mk WORK_HOME=/design/flow/orfs finish
==> report_table.html <==
<h3>Flow metrics</h3>
<table>
<tr><th>Metric</th><th>Value</th></tr>
<tr><th colspan="2">Clock tree</th></tr>
<tr><td>Clock tree from TritonCTS</td><td>built</td></tr>
<tr><td>CTS clock-pin slew for the worst setup and hold paths</td><td>0.03 ns</td></tr>
<tr><td>Clock root cell</td><td>clkbuf_4</td></tr>
<tr><td>Max Root-Sink Buffers</td><td>2</td></tr>
<tr><td>Clock Sink Count</td><td>4</td></tr>
<tr><td>Number of buffers added by the clock tree synthesis step</td><td>3</td></tr>
<tr><td>CTS H-tree depth</td><td>1</td></tr>
<tr><td>Post-cts hold buffer count</td><td>0</td></tr>
<tr><th colspan="2">Layout</th></tr>
<tr><td>Combinational Area</td><td>123 um^2</td></tr>
<tr><td>Share of layout cells above drive strength 1</td><td>0.658</td></tr>
<tr><td>Filler instances</td><td>393</td></tr>
<tr><td>Top logic cell by instance count in the layout</td><td>inv_1</td></tr>
<tr><td>Most frequent cells in the layout</td><td>5 x inv_1, 4 x dfxtp_1, 4 x buf_2, 4 x buf_4, 3 x clkbuf_4</td></tr>
<tr><td>Finished layout cell area</td><td>439 um^2</td></tr>
<tr><td>Area added between synthesis and finish</td><td>156%</td></tr>
<tr><td>Register cell area after layout</td><td>80.1 um^2</td></tr>
<tr><th colspan="2">Logic synthesis</th></tr>
<tr><td>Cell Type Count</td><td>10</td></tr>
<tr><td>Yosys cell count</td><td>18</td></tr>
<tr><td>Share of the yosys chip area belonging to registers</td><td>0.467</td></tr>
<tr><td>Yosys chip area</td><td>171 um^2</td></tr>
<tr><td>Flops after synth</td><td>4</td></tr>
<tr><td>Number of cells produced by synthesis</td><td>18</td></tr>
<tr><td>Yosys warning count</td><td>0</td></tr>
<tr><td>Area of the mapped netlist</td><td>171 um^2</td></tr>
<tr><td>Mean area per synthesized cell</td><td>9.52 um^2</td></tr>
<tr><th colspan="2">Power and ir drop</th></tr>
<tr><td>PnR Total Power</td><td>553 uW</td></tr>
<tr><td>VDD IR-drop max</td><td>221 uV</td></tr>
<tr><td>Total leakage power</td><td>0.202 nW</td></tr>
<tr><td>Pwr Density</td><td>1260 mW/mm^2</td></tr>
<tr><th colspan="2">Detailed routing</th></tr>
<tr><td>Number of DRC violations after detailed routing</td><td>0</td></tr>
<tr><td>Per-cell via count in the routed design</td><td>2.30</td></tr>
<tr><td>Final ANT Viol Nets</td><td>0</td></tr>
<tr><td>Wire length per cell after detailed routing</td><td>6.86 um</td></tr>
<tr><td>Violation count after the first detailed-routing iteration</td><td>3</td></tr>
<tr><td>Drt pass-1 iters</td><td>4</td></tr>
<tr><td>Total via count after detailed routing</td><td>193</td></tr>
<tr><td>Aggregate routed wire length</td><td>576 um</td></tr>
<tr><td>Ant diodes</td><td>0</td></tr>
<tr><th colspan="2">Outcome</th></tr>
<tr><td>Failing checks</td><td>setup timing</td></tr>
<tr><td>Outcome</td><td>complete, but fails checks</td></tr>
<tr><th colspan="2">STA</th></tr>
<tr><td>Max transition margin</td><td>0.856</td></tr>
<tr><td>Final setup violating endpoints</td><td>6</td></tr>
<tr><td>Setup WS post-layout</td><td>-0.373 ns</td></tr>
<tr><td>Slew at the pin closest to its max-slew limit</td><td>0.214 ns</td></tr>
<tr><td>Final hold violation count</td><td>0</td></tr>
<tr><td>Summed negative setup slack over all endpoints</td><td>-1.86 ns</td></tr>
<tr><td>Setup repair after global routing missed its margin</td><td>yes</td></tr>
<tr><td>Worst Hold Margin</td><td>0.735 ns</td></tr>
<tr><td>Max Slew Vio Count</td><td>0</td></tr>
<tr><th colspan="2">Placement</th></tr>
<tr><td>DP Area</td><td>385 um^2</td></tr>
<tr><td>Dpl hpwl</td><td>368 um</td></tr>
<tr><td>Routability cong.</td><td>0.688</td></tr>
<tr><td>Port-buffer cells</td><td>8</td></tr>
<tr><th colspan="2">Global route</th></tr>
<tr><td>Via count of the first global-routing pass</td><td>204</td></tr>
<tr><td>GR Overflow Total</td><td>0</td></tr>
<tr><td>Total routing resource utilization after global routing</td><td>0.0155</td></tr>
<tr><td>Wire length of the first global-routing pass</td><td>814 um</td></tr>
<tr><td>Number of antenna violations at the first check in global routing</td><td>0</td></tr>
<tr><td>Pin count of the biggest net entering global routing</td><td>4</td></tr>
<tr><th colspan="2">Flow run</th></tr>
<tr><td>Number of max-cap violations</td><td>0</td></tr>
<tr><td>Number of warning messages in the logs</td><td>33</td></tr>
<tr><th colspan="2">Die</th></tr>
<tr><td>Die area</td><td>0.00640 mm^2</td></tr>
<tr><td>Floorplan row count</td><td>21</td></tr>
<tr><td>Core Area</td><td>0.00342 mm^2</td></tr>
<tr><td>Ports placed on the boundary</td><td>9</td></tr>
<tr><td>Core utilization at floorplan</td><td>0.0502</td></tr>
<tr><td>Floorplan die height</td><td>80 um</td></tr>
<tr><td>Die span in x</td><td>80 um</td></tr>
<tr><th colspan="2">Worst setup path</th></tr>
<tr><td>Critical path buffer and inverter count</td><td>1</td></tr>
<tr><td>Maximum fanout along the worst path</td><td>1</td></tr>
<tr><td>Critical-path cell with the highest stage delay</td><td>dfxtp_1</td></tr>
<tr><td>Critical path's largest stage delay</td><td>0.28 ns</td></tr>
<tr><td>Endpoint arrival time on the critical path</td><td>1.17 ns</td></tr>
<tr><td>Cell breakdown of the critical path</td><td>buf_2</td></tr>
<tr><td>Family with the most delay on the worst path</td><td>flip-flops</td></tr>
<tr><td>Data required time at the worst endpoint</td><td>0.80 ns</td></tr>
<tr><td>Worst setup path category</td><td>reg -&gt; out</td></tr>
<tr><td>Worst Setup Start Kind</td><td>register</td></tr>
<tr><td>Worst setup EP type</td><td>output pin</td></tr>
<tr><th colspan="2">Worst hold path</th></tr>
<tr><td>Class of the worst hold path</td><td>in -&gt; reg</td></tr>
</table>
## where the power goes
| part | internal [mW] | switching (mW) |
|---|---|---|
| combinational | 0.0712 | 0.0480 |
| sequential | 0.174 | 0.00197 |
| clock | 0.157 | 0.101 |
## state kept, by name, indices dropped and copies added, names as in the netlist
register    flops
mem_access      1
writeBack       1
new_Status      2
## stage by stage
stage	cells	setup slack (ns)	util
5_1_grt	84	-0.412	0.129
6_report	84	-0.373	0.129
4_1_cts	83	-0.386	0.125
3_5_place_dp	77	-1.08	0.113
2_1_floorplan	18	-0.419	-
3_3_place_gp	77	-1.08	0.113
## per-layer routing
| layer | part of all wire | track usage | wire length [um] | vias to the layer above |
|---|---|---|---|---|
| met2 | 0.38 | 0.0193 | 216 | 10 |
| met1 | 0.47 | 0.0173 | 268 | 84 |
| met4 | 0.024 | 0.0106 | 14 | 0 |
| met3 | 0.13 | 0.0125 | 76 | 2 |
| met5 | 0 | 0 | 0 | - |
| li1 | - | - | - | 97 |
## synth_stat cells
cell type | number | area (um^2)
o22ai_1 | 1 | 6.26
a221oi_2 | 1 | 15.0
a21oi_1 | 1 | 5.00
or2_0 | 1 | 6.26
nand2_1 | 1 | 3.75
nand2b_1 | 1 | 6.26
nor3_1 | 1 | 5.00
dfxtp_1 | 4 | 80.1
inv_1 | 5 | 18.8
ha_1 | 2 | 25.0
## path summary, 6_finish.rpt
kind	start	to	slack, ns	cells past startpoint
setup / recovery	mem_access$_SDFF_NP1_	mem_access	-0.37	1
hold / removal	message[1]	new_Status[0]$_DFF_N_	0.74	3
## final cells by class
cell class,count,share of cell area
Clock buffer,3,0.0513
Clock inverter,4,0.0342
Inverter,4,0.0570
Multi-Input combinational cell,9,0.279
Sequential cell,4,0.182
Tap cell,46,0.131
Timing Repair Buffer,14,0.265
## kinds of logic (layout without fill, tap and decap cells)
logic type	after synthesis	in the layout	synth area share
buffers and inverters	5	25	0.110
DFF	4	4	0.467
and+or+nand+nor	4	4	0.124
AOI/OAI and AO/OA	3	3	0.153
adders and majority gates	2	2	0.146
## what timing repair did
action,CTS,global route
pin swaps,4,3
resized,32,5
setup endpoints to repair,8,8
setup buffers,0,2
Power figures rest on the tool's default switching activity, not on a simulated workload.
