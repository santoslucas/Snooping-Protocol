==> ./design.v <==
module issuer(clock, old_Status, write_read, new_Status, message, writeBack);
    input clock;
    input [1:0] old_Status;
    input [1:0] write_read;
    output reg [1:0] message;
    output reg [1:0] new_Status;
    output reg writeBack;
    parameter I=2'b00, S=2'b01, M=2'b10;
    parameter write_hit = 2'b00, write_miss = 2'b01, read_hit = 2'b10, read_miss = 2'b11;
    parameter bus_write_miss = 2'b00, bus_read_miss = 2'b01, bus_ivalidate = 2'b10, NA = 2'b11;
    always @(posedge clock) begin
        writeBack = 1'b0;
        case (old_Status)
            I: begin  
                if (write_read == read_miss) begin
                    message = bus_read_miss;
                    new_Status = S;
                end
                else if (write_read ==write_miss) begin
                    message = bus_write_miss;
                    new_Status = M;
                end
            end
            M: begin
                if (write_read == read_miss) begin
                    writeBack = 1'b1;
                    message = bus_read_miss;
                    new_Status = S;
                end
                else if (write_read == write_miss) begin
                    writeBack = 1'b1;
                    message = bus_write_miss;
                    new_Status = M;
                end
                else if (write_read == write_hit || write_read == read_hit) begin
                    message = NA;
                    new_Status = M;
                end
            end
            S: begin
                if (write_read == read_hit) begin
                    message = NA;
                    new_Status = S;
                end
                else if (write_read == read_miss) begin
                    message = bus_read_miss;
                    new_Status = S;
                end
                else if (write_read == write_hit) begin
                    message = bus_ivalidate;
                    new_Status = M;
                end
                else if (write_read == write_miss) begin
                    message = bus_write_miss;
                    new_Status = M;
                end
            end
        endcase
    end
endmodule
==> ./config.mk <==
export PLATFORM = sky130hd
export DESIGN_NAME = issuer
export DESIGN_NICKNAME = issuer
export VERILOG_FILES = /design/flow/design.v
export SDC_FILE = /design/flow/constraint.sdc
export NUM_CORES = 4
export LEC_CHECK = 1
export CORE_AREA = 10 10 70 70
export DIE_AREA = 0 0 80 80
export SYNTH_HDL_FRONTEND = slang
==> ./constraint.sdc <==
current_design issuer

set clk_period 1.0
set clk_io_pct 0.2

create_clock -name clk0 -period $clk_period [get_ports {clock}]

set non_clock_inputs [all_inputs -no_clocks]
set_input_delay [expr $clk_period * $clk_io_pct] -clock clk0 $non_clock_inputs
set_output_delay [expr $clk_period * $clk_io_pct] -clock clk0 [all_outputs]
==> ./run.sh <==
#!/bin/bash
# OpenROAD 26Q1-2900-gdf79404cd8, Yosys 0.63+post, stock flow scripts
make -C /OpenROAD-flow-scripts/flow DESIGN_CONFIG=/design/flow/config.mk WORK_HOME=/design/flow/orfs finish
==> results.json <==
{
  "run_status": "completed",
  "rsz0062_at_grt": "false",
  "dp_hpwl_um": 557,
  "slew_headroom": 0.858,
  "ys_ff": 5,
  "crit_cells": 1,
  "ys_area_sq_um": 264,
  "grt_overflow": 0,
  "critical_path_class": "flip-flop to output port",
  "cts-hold-fix-buffers": 0,
  "power_frac_seq": 0.420,
  "synthCells": 24,
  "grt.total_usage": 0.0193,
  "finalPower_mw": 0.627,
  "antenna_found_initial": 0,
  "gp_congestion": 0.741,
  "cellPowerDensity_mw_per_mm2": 1340,
  "cts_num_sinks": 5,
  "yosys_cells": 24,
  "startpoint": "writeBack",
  "max_stage_delay_ps": 290,
  "max_freq_mhz": 1040,
  "combPwrFrac": 0.211,
  "drt-initial-drc-count": 4,
  "min_period_ps": 960,
  "lay_top_cells": "edfxtp_1, buf_2, inv_1, clkbuf_4",
  "tool_warnings": 27,
  "path_delay_family": "flip-flops",
  "finalClockPeriodUsage": 0.960,
  "num_vias": 211,
  "critPathLaunchType": "flip-flop",
  "setup_violations": 0,
  "die_w_um": 80,
  "core_sq_mm": 0.00342,
  "grt_pass1_wl_um": 1030,
  "drv_slew": 0,
  "hp-class": "primary input to flip-flop",
  "firstDrtPassIters": 3,
  "switching_share": 0.233,
  "hold_slack_ps": 416,
  "synth_seq_share": 0.531,
  "skew_ps": 0,
  "ir_drop_uv": 305,
  "syn-cell-area_sq_um": 264,
  "vias_per_cell": 2.48,
  "p_leak_nw": 0.188,
  "cts_buffers": 3,
  "worstSkewPairLatency_ps": 240,
  "finalNonFillerCells": 85,
  "cts_tree": "done",
  "end_kind": "output port",
  "crit_required_ps": 800,
  "maxCapViolations": 0,
  "crit_path_top_delay_cell": "dfxtp_1",
  "grt_pass1_vias": 251,
  "ioPinCount": 10,
  "drive_gt1_frac": 0.487,
  "cp_cell_sequence": "dlygate4sd2_1",
  "crit_buf_inv": 1,
  "post-place-ws_ps": -637,
  "routedWlPerCell_um": 8.09,
  "clk_pin_slew_ps": 40,
  "wl_um": 688,
  "power_switching_mw": 0.146,
  "cts_root_buffer": "clkbuf_4",
  "worst_slew_pin_slew_ps": 212,
  "ys_warn_count": 0,
  "rows": 21,
  "synthToLayoutAreaGrowth_pct": 77.7,
  "synth_cell_types": 12,
  "dieArea_sq_mm": 0.00640,
  "grt_max_degree": 6,
  "intPower_mw": 0.481,
  "drc": 0,
  "cts_max_path_buffers": 2,
  "detail-route-antenna-nets": 0,
  "dp.cells": 81,
  "min_path_cells": 3,
  "worstPathMaxFanout": 1,
  "finalWorstSetupSlack_ps": 40.0,
  "h-tree-depth": 1,
  "hold_start": "old_Status[1]",
  "worstReg2RegStart": "message[1]",
  "fp-utilization": 0.0773,
  "crit_arrival_ps": 760,
  "pwr-share-clk": 0.369,
  "syn_avg_cell_area_sq_um": 11.0,
  "portBuffers": 9,
  "finalHoldViolCount": 0,
  "reg2reg_depth": 3,
  "die_height_um": 80,
  "antennaDiodeCount": 0
}
[timing repair]
item	4_1_cts	5_1_grt
gates resized	21	4
pin swaps	3	3
setup endpoints to repair	13	4
buffers inserted	1	0
[layer usage]
layer  up-vias  track usage  wire (um)
met2        10       0.0249        223
met1        89       0.0263        399
met5         -            0          0
li1        110            -          -
met3         2      0.00682         37
met4         0       0.0123         27
[cells by family after synthesis]
| kind of cell | synth area share |
|---|---|
| flip-flops | 0.531 |
| buffers and inverters | 0.0569 |
| adder cells (fa/ha/maj) | 0.142 |
| AND-OR/OR-AND | 0.0947 |
| AND/OR/NAND/NOR | 0.175 |
[cell type report]
cell class	instances	area, sq um
Sequential cell	5	140
Clock buffer	4	26.3
Timing Repair Buffer	11	72.6
Multi-Input combinational cell	15	158
Inverter	4	15.0
Fill cell	402	2950
Tap cell	46	57.6
[worst paths after layout]
| check | endpoint | slack (ps) |
|---|---|---|
| max | writeBack | 40 |
| min | writeBack | 420 |
| max reg2reg | message[1] | 60 |
| min reg2reg | message[1] | 800 |
[cells in the mapped netlist (all sizes together)]
cell    number  share of area
a211oi       2          0.057
nor3         2          0.038
inv          4          0.057
dfxtp        1          0.076
edfxtp       4           0.45
nor2b        2          0.047
nand2b       2          0.047
ha           3           0.14
a21oi        1          0.019
nor2         1          0.014
and2         1          0.028
o21ai        1          0.019
[power by group through the flow]
stage / combinational [mW] / sequential (mW) / clock, mW
finish: 0.132 / 0.264 / 0.231
global route: 0.146 / 0.267 / 0.254
CTS: 0.139 / 0.265 / 0.241
[metrics by stage]
stage	TNS, ps	instance area, sq um	utilization
floorplan	0	297	-
global placement	-4410	459	0.134
detailed placement	-4760	459	0.134
CTS	0	480	0.141
global route	0	469	0.137
finish	0	469	0.137
Power is estimated from default activity; no workload was simulated.
